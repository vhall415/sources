**flow/config.mk**
```make
export PLATFORM = sky130hd
export DESIGN_NAME = Multiplexer_Packet_Former
export DESIGN_NICKNAME = Multiplexer_Packet_Former
export VERILOG_FILES = /design/flow/design.v
export SDC_FILE = /design/flow/constraint.sdc
export NUM_CORES = 4
export LEC_CHECK = 1
export CORE_UTILIZATION = 30
export SYNTH_MEMORY_MAX_BITS = 65536
```
**flow/constraint.sdc**
```tcl
current_design Multiplexer_Packet_Former

set clk_period 39.0
set clk_io_pct 0.2

create_clock -name clk0 -period $clk_period [get_ports {camera1PixelDataClk}]
create_clock -name clk1 -period $clk_period [get_ports {camera2PixelDataClk}]
create_clock -name clk2 -period $clk_period [get_ports {camera3PixelDataClk}]
create_clock -name clk3 -period $clk_period [get_ports {sys_clk}]

set non_clock_inputs [all_inputs -no_clocks]
set_input_delay [expr $clk_period * $clk_io_pct] -clock clk0 $non_clock_inputs
set_output_delay [expr $clk_period * $clk_io_pct] -clock clk0 [all_outputs]
```
**flow/design.v**
```verilog
`timescale 1ns / 1ps
module Multiplexer_Packet_Former(
    output [7:0] packetData,
    output packetDataGood,
    output packetDataClk,
    input readData,
    input [7:0] camera1PixelData,
    input camera1PixelDataGood,
    input camera1PixelDataClk,
    input [7:0] camera2PixelData,
    input camera2PixelDataGood,
    input camera2PixelDataClk,
    input [7:0] camera3PixelData,
    input camera3PixelDataGood,
    input camera3PixelDataClk,
    input sys_clk,
    input reset
    );
    wire fifoReadClock;
    assign fifoReadClock = sys_clk;
    assign packetDataClk = fifoReadClock;
    reg camera1ReadData;
    wire [7:0] camera1Data;
    wire camera1FIFOFull;
    wire camera1FIFOEmpty;
    async_fifo#(.DATADEPTH(256),.addresswidth(8)) camera1FIFO( .reset(reset),
                            .write_clk(camera1PixelDataClk),
                            .write_en(camera1PixelDataGood),
                            .inputData(camera1PixelData),
                            .read_clk(fifoReadClock),
                            .read_en(camera1ReadData),
                            .outputData(camera1Data),
                            .full(camera1FIFOFull),
                            .empty(camera1FIFOEmpty));
    reg camera2ReadData;
    wire [7:0] camera2Data;
    wire camera2FIFOFull;
    wire camera2FIFOEmpty;
    async_fifo#(.DATADEPTH(256),.addresswidth(8)) camera2FIFO( .reset(reset),
                            .write_clk(camera2PixelDataClk),
                            .write_en(camera2PixelDataGood),
                            .inputData(camera2PixelData),
                            .read_clk(fifoReadClock),
                            .read_en(camera2ReadData),
                            .outputData(camera2Data),
                            .full(camera2FIFOFull),
                            .empty(camera2FIFOEmpty));
    reg camera3ReadData;
    wire [7:0] camera3Data;
    wire camera3FIFOFull;
    wire camera3FIFOEmpty;
    async_fifo#(.DATADEPTH(256),.addresswidth(8)) camera3FIFO( .reset(reset),
                            .write_clk(camera3PixelDataClk),
                            .write_en(camera3PixelDataGood),
                            .inputData(camera3PixelData),
                            .read_clk(fifoReadClock),
                            .read_en(camera3ReadData),
                            .outputData(camera3Data),
                            .full(camera3FIFOFull),
                            .empty(camera3FIFOEmpty));      
    reg outputPacketWriteData;
    reg outputPacketReadData;
    reg [7:0] outputPacketData;
    wire outputPacketFIFOFull;
    reg outputPacketGood;
    assign packetDataGood = outputPacketGood;
    assign packetData = outputPacketData;                                                              
    reg[3:0] state;
    reg[3:0] nextState; 
    parameter IDLE = 0, READ_CAMERA_1 = 1, READ_CAMERA_2 = 2, READ_CAMERA_3 = 3, WAIT_CAMERA_1 = 4, WAIT_CAMERA_2 = 5, WAIT_CAMERA_3 = 6;
    always @(state) begin
        case(state)
            IDLE: begin
                outputPacketWriteData <= 0;
                outputPacketData <= 8'hAA;
            end
            READ_CAMERA_1: begin
                outputPacketWriteData <= 1;
                camera1ReadData <= 1;
                camera2ReadData <= 0;
                camera3ReadData <= 0;
                outputPacketData <= camera1Data;
                outputPacketGood <= 1;
            end
            READ_CAMERA_2: begin
                outputPacketWriteData <= 1;
                camera1ReadData <= 0;
                camera2ReadData <= 1;
                camera3ReadData <= 0;
                outputPacketData <= camera2Data;
                outputPacketGood <= 1;
            end
            READ_CAMERA_3: begin
                outputPacketWriteData <= 1;
                camera1ReadData <= 0;
                camera2ReadData <= 0;
                camera3ReadData <= 1;
                outputPacketData <= camera3Data;
                outputPacketGood <= 1;
            end
            WAIT_CAMERA_1: begin
                outputPacketWriteData <= 0;
                camera1ReadData <= 0;
                camera2ReadData <= 0;
                camera3ReadData <= 0;
                outputPacketData <= 8'h11;
                outputPacketGood <= 0;
            end
            WAIT_CAMERA_2: begin
                outputPacketWriteData <= 0;
                camera1ReadData <= 0;
                camera2ReadData <= 0;
                camera3ReadData <= 0;
                outputPacketData <= 8'h22;
                outputPacketGood <= 0;
            end 
            WAIT_CAMERA_3: begin
                outputPacketWriteData <= 0;
                camera1ReadData <= 0;
                camera2ReadData <= 0;
                camera3ReadData <= 0;
                outputPacketData <= 8'h33;
                outputPacketGood <= 0;
            end                                                               
        endcase
    end
    always@(posedge sys_clk) begin
        if(reset)
            state <= IDLE;
        if(readData) begin
            case(state)
                IDLE: begin
                    if(~camera1FIFOEmpty) begin
                        state <= READ_CAMERA_1;
                    end else begin
                        state <= IDLE;
                    end
                end
                READ_CAMERA_1: begin
                    if(~camera2FIFOEmpty) begin
                        state <= READ_CAMERA_2;
                    end else begin
                        state <= WAIT_CAMERA_2;
                    end
                end
                WAIT_CAMERA_2: begin
                    if(~camera2FIFOEmpty) begin
                        state <= READ_CAMERA_2;
                    end else begin
                        state <= WAIT_CAMERA_2;
                    end
                end
                READ_CAMERA_2: begin
                    if(~camera3FIFOEmpty) begin
                        state <= READ_CAMERA_3;
                    end else begin
                        state <= WAIT_CAMERA_3;
                    end
                end
                WAIT_CAMERA_3: begin
                    if(~camera3FIFOEmpty) begin
                        state <= READ_CAMERA_3;
                    end else begin
                        state <= WAIT_CAMERA_3;
                    end
                end
                READ_CAMERA_3: begin
                    if(~camera1FIFOEmpty) begin
                        state <= READ_CAMERA_1;
                    end else begin
                        state <= WAIT_CAMERA_1;
                    end
                end
                WAIT_CAMERA_1: begin
                    if(~camera1FIFOEmpty) begin
                        state <= READ_CAMERA_1;
                    end else begin
                        state <= WAIT_CAMERA_1;
                    end
                end
                default: begin
                    state <= IDLE;
                end
            endcase
        end
    end                                                                                                                       
endmodule
`timescale 1ns / 1ps
module async_fifo#(parameter datawidth = 8, parameter DATADEPTH = 128, parameter addresswidth = $clog2(DATADEPTH))(
    input wire reset,
    input wire read_clk,
    input wire read_en,
    output reg [datawidth-1:0] outputData,
    input wire write_clk,
    input wire write_en,
    input wire [datawidth-1:0] inputData,
    output reg full,
    output reg empty
    );
    reg[datawidth - 1:0] memory[DATADEPTH-1:0];
    wire [addresswidth-1:0] pNextToWrite, pNextToRead;
    wire equalAddresses;
    wire NextWriteAddr_en,NextReadAddr_en;
    wire set_Status, rst_Status;
    reg status;
    wire presetFull,presetEmpty;
    always @(negedge read_clk) begin
        if (read_en & !empty) begin
            outputData <= memory[pNextToRead];
        end
    end
    always @(negedge write_clk) begin
        if (write_en & !full) begin
            memory[pNextToWrite] <= inputData;
        end
    end 
    assign NextWriteAddr_en = write_en & ~full;
    assign NextReadAddr_en = read_en & ~empty;
    graycounter #(.counterwidth(addresswidth)) pWrite_counter(
        .graycount(pNextToWrite),
        .enable(NextWriteAddr_en),
        .clear(reset),
        .clk(write_clk)
    );
    graycounter #(.counterwidth(addresswidth)) pRead_counter(
        .graycount(pNextToRead),
        .enable(NextReadAddr_en),
        .clear(reset),
        .clk(read_clk)
    );
    assign equalAddresses = (pNextToRead == pNextToWrite);
    assign set_Status = (pNextToWrite[addresswidth- 2] ~^pNextToRead[addresswidth-1]) & (pNextToWrite[addresswidth-1] ^  pNextToRead[addresswidth-2]);
    assign rst_Status = (pNextToWrite[addresswidth-2] ^  pNextToRead[addresswidth-1]) & (pNextToWrite[addresswidth-1] ~^ pNextToRead[addresswidth-2]);
    always @ (set_Status, rst_Status, reset) begin
        if(rst_Status | reset) begin
            status = 0;  
        end
        else if(set_Status) begin
            status = 1;  
        end
    end
    assign presetFull = status & equalAddresses;  
    always @(negedge write_clk, posedge presetFull) begin
        if(presetFull) begin
            full <= 1;
        end
        else begin
            full <= 0;
        end
    end
    assign presetEmpty = ~status & equalAddresses;  
    always @(negedge read_clk, posedge presetEmpty) begin
        if (presetEmpty) begin
            empty <= 1;
        end
        else begin
            empty <= 0;
        end
    end
endmodule
`timescale 1ns / 1ps
module graycounter#(parameter counterwidth = 8)(
        output reg [counterwidth - 1:0] graycount,
        input wire enable,
        input wire clear,
        input wire clk
    );
    reg [counterwidth - 1:0] binary_count;
    always @(negedge clk) begin
        if (clear) begin
            binary_count <= {counterwidth{1'b0}} + 1;
            graycount <= {counterwidth{1'b0}};
        end
        else if(enable) begin
            binary_count <= binary_count + 1;
            graycount <= {binary_count[counterwidth - 1], binary_count[counterwidth-2:0] ^ binary_count[counterwidth -1:1]};
        end
    end
endmodule
```
**flow/run.sh**
```bash
#!/bin/bash
# OpenROAD 26Q1-2900-gdf79404cd8, Yosys 0.63+post, stock flow scripts
make -C /OpenROAD-flow-scripts/flow DESIGN_CONFIG=/design/flow/config.mk WORK_HOME=/design/flow/orfs finish
```
==> COMMIT_EDITMSG <==
Log flow metrics for this revision

- The timer found 15 register pins that no clock reaches; their paths are not timed.
- Per the slew report, the remaining headroom to the max-slew limit stands at 22.5%.
- The global routing report lists combined usage of all routing layers as around 18%.
- Clock power frac: a little over half
- Peak ir drop on the vdd network: around 0.049 mV
* Switching power share of the total: between 20% and 30%
* Std-Cell Core Area: between 0.8 and 0.9 mm2
- Per the layout area report, the combinational gate area comes to approximately 0.052 mm2.
- Sorting the synthesized cells by area gives the leading types as edfxtp_1, mux4_2, mux2i_1, nor2_1, dfxtp_1.
- Post-CTS Hold Fix Bufs: 0
- Adding up every negative setup slack in the final design gives 0 ns.
- Data required time of the critical path: slightly below 20 ns
- According to the report, the first pass of detailed routing completed in 9 iterations.
- In the Yosys report the total cell count is roughly 12,000.
* Final setup viols: 0
- Cell area after technology mapping: 0.244 mm2
- Top-Level Pins: 43
* Die outline area: 0.817 mm2
* Distinct lib cells: between 80 and 90
- MaxCap Viol Count: 0
- Cell area reported after detailed placement: about 0.26 mm2
* Seq cells post-synth: roughly 6,300
- Number of warning messages in the yosys log: 3
* EDFF count, synth: ~6,200
- Worst Skew: a little under 0.08 ns
- Die span in y: roughly 900 um
- After detailed routing, the average wire length per cell comes to roughly 22 um.
* Number of buffers added for setup after CTS: 0
- Final HPWL from detailed placement: 399 mm
- Static leakage power: around 0.12 uW
- Top post-synthesis cells by count: edfxtp_1, mux4_2, nor2_1
- Across the whole layout, storage elements account for 0.188 mm2.
- Worst min path class: reg2async
- Combinational logic burns under 10% of the power.
- Number of gates resized after cts: 0
* Initial cell density of the core: between 30% and 40%
- Worst Setup SP: camera1PixelDataGood
- Proportion of layout cells with a drive suffix above 1: between 15 and 20%
- Cell count after synthesis: between 10,000 and 15,000
* Overall via count from detail_route: roughly 140k
* Power per Cell Area: between 50 and 60 mW/mm2
* Initial DRC count: about 9,900
* Final cell utilization of the core: a little under two fifths
- Worst Path Arrival: roughly 11 ns
* Setup repair after global routing missed its margin: false
- Number of rows in the core area: roughly 330
- STA classifies the critical path startpoint as an input pin.
- Pint: around 12,000 uW
* Asr flop ratio synth: less than 1%
* Worst Reg-to-Reg Cells: 2
* Final design area excluding fillers: 0.304 mm2
- Global routing finished with a remaining overflow of 0.
- Wire length of the first global-routing pass: 987 mm
* Cell type with the largest total area: edfxtp_1
- Pin count of the biggest net entering global routing: approximately 110
- TritonCTS built the clock tree.
- The registers reported with the highest flop counts are camera1FIFO.memory x2048, camera2FIFO.memory x2048, camera3FIFO.memory x2048.
- Die boundary width: 904 um
- Library cell with the highest instance count after synthesis: edfxtp_1
* CP endpoint kind: flip-flop
* Final antenna-violating net count: 0
- Initial antenna violation count: 19
- Result of the run: finished clean
- In this run the tools logged warnings totalling 1,045.
- The critical path in this run is classified as in2reg.
* Proportion of netlist area held by the largest area contributor: between 70 and 80%
- The worst register-to-register path ends at state[3].
- Vias per std cell: 4.72
- Launching point of the worst reg2reg path: camera3FIFO.empty
- Number of buffer cells added on primary ports: 39
- Counting the fill cells in the layout gives 72,445.
- STA reports a reg2reg setup slack of about 19 ns.
- The report shows a maximum critical-path fanout of 12.
- The routed layout reports a DRC error count of 0.
* Final hold violations: 0
- In this run, flip-flops and latches consume between 40% and 50% of the power.
- The power report puts the net switching power at 4610 uW.
- According to the Yosys statistics, the synthesized design has a chip area of around 0.24 mm2.
* Pins Over Slew Limit: 0
* Post-synthesis to final-layout area growth: 24.5%
* Final WL: just under 700 mm
* Last weighted congestion value of the routability-driven placer: approximately 0.93
- Synthesized area per cell: around 20 um2
- Number of global-route vias before repair: about 170k
- Looking at the max-slew report, the worst-margin pin has a slew of 1.16 ns.
- CTS clock-pin slew for the worst setup and hold paths: about 0.040 ns
- Predominant post-synthesis flop cell: edfxtp_1
- 24 endpoints have no timing constraint.
==> through the flow <==
stage / worst slack [ns] / power [uW] / hold slack (ns) / std cells
3_5_place_dp: 8.06 / 9010 / 0.492 / 22510
6_report: 8.93 / 17000 / 0.372 / 29972
4_1_cts: 8.88 / 17300 / 0.358 / 29954
2_1_floorplan: 9.99 / 8770 / 0.468 / 11963
3_3_place_gp: 8.11 / 9010 / 0.486 / 22510
5_1_grt: 8.74 / 18100 / 0.394 / 29967
==> layout make-up <==
type	count	share of cell area (%)
antenna	18	0.0148
clock buffer	650	5.35
clock inverter	6799	9.92
inverter	19	0.0239
multi-input combinational	4911	17.2
sequential	6286	61.7
tap	10822	4.46
timing repair buffer	467	1.30
==> layer usage <==
layer	track usage, %	routed length (um)	vias to the layer above	share of wire (%)
met2	24.3	309000	9876	46
met5	1.71	1550	-	0.23
li1	-	-	62957	-
met1	17.6	219000	67387	33
met3	16.5	119000	1332	18
met4	8.23	24500	44	3.6
==> worst max-delay path: stages <==
cell             delay [ns]
clkdlybuf4s50_1        0.70
nand2b_1               0.10
buf_4                  0.21
nor3_1                 0.53
nand2_1                0.54
buf_4                  0.48
nor2_1                 0.57
==> worst max path at each step <==
stage	to	slack [ns]	depth (start not counted)
CTS	camera1FIFO.memory[72][2]	8.88	7
global route	camera1FIFO.memory[24][6]	8.74	7
finish	camera1FIFO.memory[136][4]	8.93	7
==> cell usage in the layout, fill, tap and decap left out, types with 136 or more instances in the layout <==
cell type,count
o22ai_1,136
clkbuf_16,649
mux4_2,1287
inv_1,6393
buf_4,412
nand2_1,336
mux2i_1,526
a22oi_1,229
nor2_1,906
edfxtp_1,6168
a21oi_1,233
==> power groups by stage <==
stage         clock [uW]  combinational [uW]  sequential (uW)
CTS                 9330                 504             7470
global route       10100                 535             7460
finish              9060                 500             7480
==> logic make-up after synthesis <==
kind of cell    Yosys count  synth area share [%]
other cells               1               0.00154
xor+xnor                 81                 0.291
buf+inv                 766                  1.84
compound gates         1301                  3.80
simple gates           1652                  2.88
mux                    1835                  14.2
fa+ha+maj                36                 0.185
flops                  6271                  76.7
latches                  15                0.0923
No activity file was given, so power comes from the tool's default toggle rates.
