==> flow/design.v <==
`timescale 1ns / 1ps
module Sync_245_Controller(
    inout wire [7:0] D,
    input wire RXF,
    input wire TXE,
    output reg WR,
    output reg RD,
    output reg OE,
    input wire CLKOUT,
    input wire [7:0] inputData,
    input wire inputClock,
    input wire inputDataGood,
    output [7:0] hostData,
    input wire outputClock,
    input  wire readData,
    output hasData,
    input reset,
    output [7:0] dataSent,
    output txFULL,
    output txEMPTY,
    output[3:0] _state
    );
    reg sendData;
    reg recvData;
    wire txFIFOFull;
    wire txFIFOEmpty;
    wire rxFIFOFull;
    wire rxFIFOEmpty;
    wire[7:0] dataToSend;
    assign D = sendData ? dataToSend:8'hz;
    assign dataSent = dataToSend;
    assign hasData = ~rxFIFOEmpty;
    assign txFULL = txFIFOFull;
    assign txEMPTY = txFIFOEmpty;
    initial begin
        WR <= 1;
        RD <= 1;
        OE <= 0;
        sendData = 0;
        recvData = 0;
    end
    async_fifo dataTxFifo(.reset(reset),
                          .write_clk(inputClock),
                          .write_en(inputDataGood),
                          .inputData(inputData),
                          .read_clk(CLKOUT),
                          .read_en(sendData),
                          .outputData(dataToSend),
                          .full(txFIFOFull),
                          .empty(txFIFOEmpty));
    async_fifo dataRxFifo(.reset(reset),
                            .write_clk(CLKOUT),
                            .write_en(recvData),
                            .inputData(D),
                            .read_clk(outputClock),
                            .read_en(readData),
                            .outputData(hostData),
                            .full(rxFIFOFull),
                            .empty(rxFIFOEmpty));
     reg[3:0] state;
     parameter IDLE=0, PRE_RD_START=1, RD_START=2, READ_DATA=3, RD_STOP=4, WR_START=5, WR_START_POST= 6, WRITE_DATA=7, WR_STOP=8, WR_POST_2=9, WR_START_PRE=10, WR_WAIT=11;
     assign _state = state;
     always @(state) begin
        case(state)
            PRE_RD_START: begin
                OE <= 0;
            end
            RD_START: begin
            end
            READ_DATA: begin
                RD <= 0;
                recvData <= 1;
            end
            RD_STOP: begin
                recvData <= 0;
                RD <= 1;
                OE <= 1;
            end
            WR_START: begin
                OE <=1;
                sendData <=1;
            end
            WR_START_POST: begin
                WR <=0;
                sendData <=1;
            end
            WRITE_DATA: begin
                sendData <= 1;
                WR <=0;
            end
            WR_STOP: begin
                sendData <= 0;
                WR <=1;
            end
            IDLE: begin
                WR = 1;
                RD = 1;
                OE = 1;
                sendData = 0;
                recvData = 0;
            end
            WR_WAIT: begin
                sendData <= 0;
                WR <=1;
            end
            default: begin
                 WR = 1;
                 RD = 1;
                 OE = 1;
                 sendData = 0;
                 recvData = 0;
            end
        endcase
     end
     always@(negedge CLKOUT) begin
        if (reset)
            state = IDLE;
            case(state)
                default: begin
                    state = IDLE;
                end
                IDLE: begin
                    if(~RXF & ~rxFIFOFull) begin
                       state = PRE_RD_START;
                     end
                     else if(~TXE & ~txFIFOEmpty)begin
                        state = WR_START;
                     end
                end
                PRE_RD_START: begin
                    state = RD_START;
                end
                RD_START: begin
                    state = READ_DATA;
                end
                READ_DATA: begin
                    if(~RXF && ~rxFIFOFull) begin
                        state = READ_DATA;
                    end
                    else begin
                        state = RD_STOP;
                    end
                end
                RD_STOP: begin
                    state = IDLE;
                end
                WR_START_PRE: begin
                    state = WR_START;
                end
                WR_START: begin
                    state = WR_START_POST;
                end
                WR_START_POST: begin
                    state = WRITE_DATA;
                end
                WR_POST_2: begin
                    state = WRITE_DATA;
                end
                WRITE_DATA: begin
                    if(~TXE && ~txFIFOEmpty) begin
                        state = WRITE_DATA;
                    end
                    else if(TXE && ~txFIFOEmpty) begin
                        state = WR_WAIT;
                    end
                    else if(txFIFOEmpty && ~TXE) begin
                        state = WR_STOP;
                    end
                    else begin
                        state = WR_STOP;
                    end 
                end
                WR_WAIT: begin
                    if(~TXE) begin
                        state = WRITE_DATA;
                    end
                end
                WR_STOP: begin
                    state = IDLE;
                end
            endcase
     end
endmodule
`timescale 1ns / 1ps
module async_fifo#(parameter datawidth = 8, parameter DATADEPTH = 128, parameter addresswidth = $clog2(DATADEPTH))(
    input wire reset,
    input wire read_clk,
    input wire read_en,
    output reg [datawidth-1:0] outputData,
    input wire write_clk,
    input wire write_en,
    input wire [datawidth-1:0] inputData,
    output reg full,
    output reg empty
    );
    reg[datawidth - 1:0] memory[DATADEPTH-1:0];
    wire [addresswidth-1:0] pNextToWrite, pNextToRead;
    wire equalAddresses;
    wire NextWriteAddr_en,NextReadAddr_en;
    wire set_Status, rst_Status;
    reg status;
    wire presetFull,presetEmpty;
    always @(negedge read_clk) begin
        if (read_en & !empty) begin
            outputData <= memory[pNextToRead];
        end
    end
    always @(negedge write_clk) begin
        if (write_en & !full) begin
            memory[pNextToWrite] <= inputData;
        end
    end 
    assign NextWriteAddr_en = write_en & ~full;
    assign NextReadAddr_en = read_en & ~empty;
    graycounter #(.counterwidth(addresswidth)) pWrite_counter(
        .graycount(pNextToWrite),
        .enable(NextWriteAddr_en),
        .clear(reset),
        .clk(write_clk)
    );
    graycounter #(.counterwidth(addresswidth)) pRead_counter(
        .graycount(pNextToRead),
        .enable(NextReadAddr_en),
        .clear(reset),
        .clk(read_clk)
    );
    assign equalAddresses = (pNextToRead == pNextToWrite);
    assign set_Status = (pNextToWrite[addresswidth- 2] ~^pNextToRead[addresswidth-1]) & (pNextToWrite[addresswidth-1] ^  pNextToRead[addresswidth-2]);
    assign rst_Status = (pNextToWrite[addresswidth-2] ^  pNextToRead[addresswidth-1]) & (pNextToWrite[addresswidth-1] ~^ pNextToRead[addresswidth-2]);
    always @ (set_Status, rst_Status, reset) begin
        if(rst_Status | reset) begin
            status = 0;  
        end
        else if(set_Status) begin
            status = 1;  
        end
    end
    assign presetFull = status & equalAddresses;  
    always @(negedge write_clk, posedge presetFull) begin
        if(presetFull) begin
            full <= 1;
        end
        else begin
            full <= 0;
        end
    end
    assign presetEmpty = ~status & equalAddresses;  
    always @(negedge read_clk, posedge presetEmpty) begin
        if (presetEmpty) begin
            empty <= 1;
        end
        else begin
            empty <= 0;
        end
    end
endmodule
`timescale 1ns / 1ps
module graycounter#(parameter counterwidth = 8)(
        output reg [counterwidth - 1:0] graycount,
        input wire enable,
        input wire clear,
        input wire clk
    );
    reg [counterwidth - 1:0] binary_count;
    always @(negedge clk) begin
        if (clear) begin
            binary_count <= {counterwidth{1'b0}} + 1;
            graycount <= {counterwidth{1'b0}};
        end
        else if(enable) begin
            binary_count <= binary_count + 1;
            graycount <= {binary_count[counterwidth - 1], binary_count[counterwidth-2:0] ^ binary_count[counterwidth -1:1]};
        end
    end
endmodule
==> flow/run.sh <==
#!/bin/bash
# OpenROAD 26Q1-2900-gdf79404cd8, Yosys 0.63+post, stock flow scripts
make -C /OpenROAD-flow-scripts/flow DESIGN_CONFIG=/design/flow/config.mk WORK_HOME=/design/flow/orfs finish
==> flow/config.mk <==
export PLATFORM = sky130hd
export DESIGN_NAME = Sync_245_Controller
export DESIGN_NICKNAME = Sync_245_Controller
export VERILOG_FILES = /design/flow/design.v
export SDC_FILE = /design/flow/constraint.sdc
export NUM_CORES = 4
export LEC_CHECK = 1
export CORE_UTILIZATION = 30
==> flow/constraint.sdc <==
current_design Sync_245_Controller

set clk_period 15.9
set clk_io_pct 0.2

create_clock -name clk0 -period $clk_period [get_ports {CLKOUT}]
create_clock -name clk1 -period $clk_period [get_ports {inputClock}]
create_clock -name clk2 -period $clk_period [get_ports {outputClock}]

set non_clock_inputs [all_inputs -no_clocks]
set_input_delay [expr $clk_period * $clk_io_pct] -clock clk0 $non_clock_inputs
set_output_delay [expr $clk_period * $clk_io_pct] -clock clk0 [all_outputs]
==> flow_metrics.env <==
# flow metrics
export IMPL_synth_chip_area_um2=82600
export IMPL_fp_util_pct=30.2
export IMPL_holdBufCountCts=0
export IMPL_synth_async_reset_ratio_pct=0.188
export IMPL_place_inst=7166
export IMPL_routabilityCongestion=0.862
export IMPL_die_y_um=527
export IMPL_io_buffers=39
export IMPL_untimed_endpoints=10
export IMPL_ys_types=44
export IMPL_flop_cell="edfxtp_1"
export IMPL_synth_largest_area_cell="edfxtp_1"
export IMPL_lastStage="4_1_cts"
export IMPL_top_area_share_pct=75.0
export IMPL_ys_warnings_count=4
export IMPL_unclocked_regs=7
export IMPL_postPlaceCellArea_um2=87400
export IMPL_chipWidth_um=527
export IMPL_rows=192
export IMPL_yosys_stat_cells=3640
export IMPL_cts_resized=0
export IMPL_synthTopCellsByArea="edfxtp_1, mux4_2, dfxtp_1, nor2_1, clkbuf_1"
export IMPL_error_line="[error] [KeplerFormal.cpp:679] Workflow failed: Iso has multiple drivers: .D0, place321.X0"
export IMPL_xor_share_pct=0.488
export IMPL_yosys_area_share_simple_pct=2.45
export IMPL_top_logic_kind="multiplexers"
export IMPL_syn_avg_cell_area_um2=22.7
export IMPL_adder_share_pct=0.303
export IMPL_numSynthFlops=2131
export IMPL_syn_inst=3640
export IMPL_ioPinCount=50
export IMPL_mux_area_share_pct=18.5
export IMPL_synth_area_um2=82600
export IMPL_status="did not finish"
export IMPL_edf_count=2064
export IMPL_post_cts_buffers=0
export IMPL_aoi_share_pct=0.362
export IMPL_dpl_hpwl_um=115000
## metrics by stage
stage | setup slack, ns | power [mW]
after floorplan | 2.72 | 7.50
after detailed placement | 1.66 | 7.74
after global placement | 1.68 | 7.74
## kinds of logic after synthesis
| logic type | count (synthesis) |
|---|---|
| flip-flops | 2124 |
| multiplexers | 688 |
| AND/OR/NAND/NOR | 480 |
| buffers and inverters | 224 |
| AND-OR/OR-AND | 50 |
| XOR/XNOR | 46 |
| adder cells (fa/ha/maj) | 20 |
| latches | 7 |
| other | 1 |
## synth_stat cells, drive strengths merged (3+ instances only)
| cell | instances |
|---|---|
| nand4 | 13 |
| ha | 20 |
| nor4 | 4 |
| nand2b | 14 |
| clkbuf | 126 |
| dlxtn | 7 |
| nand3b | 5 |
| inv | 9 |
| a21oi | 29 |
| xnor2 | 18 |
| edfxtp | 2064 |
| a211oi | 5 |
| nand2 | 82 |
| xor2 | 28 |
| nor2b | 16 |
| nor3 | 7 |
| dfxtp | 56 |
| mux4 | 672 |
| buf | 89 |
| nor2 | 294 |
| or2 | 6 |
| mux2 | 16 |
| nand3 | 32 |
| dfstp | 4 |
| o21ai | 3 |
Power figures rest on the tool's default switching activity, not on a simulated workload.
